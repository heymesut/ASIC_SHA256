<file path="design.v">
module CSelA32(output [31:0] sum, output cout, input [31:0] a, b);
  wire [31:0] sum0, sum1;
  wire [7:1] c;
  wire [7:0] cout0, cout1;
  RCA4 rca0_0(sum0[3:0], cout0[0], a[3:0], b[3:0], 0);
  RCA4 rca0_1(sum1[3:0], cout1[0], a[3:0], b[3:0], 1);
  MUX2to1_w4 mux0_sum(sum[3:0], sum0[3:0], sum1[3:0], 0);
  MUX2to1_w1 mux0_cout(c[1], cout0[0], cout1[0], 0);
  RCA4 rca_other_0[6:1](sum0[27:4], cout0[6:1], a[27:4], b[27:4], 1'b0);
  RCA4 rca_other_1[6:1](sum1[27:4], cout1[6:1], a[27:4], b[27:4], 1'b1);
  MUX2to1_w4 mux_other_sum[6:1](sum[27:4], sum0[27:4], sum1[27:4], c[6:1]);
  MUX2to1_w1 mux_other_cout[6:1](c[7:2], cout0[6:1], cout1[6:1], c[6:1]);
  RCA4 rca_last_0(sum0[31:28], cout0[7], a[31:28], b[31:28], 0);
  RCA4 rca_last_1(sum1[31:28], cout1[7], a[31:28], b[31:28], 1);
  MUX2to1_w4 mux_last_sum(sum[31:28], sum0[31:28], sum1[31:28], c[7]);
  MUX2to1_w1 mux_last_cout(cout, cout0[7], cout1[7], c[7]);
endmodule
module FA(output sum, cout, input a, b, cin);
  wire w0, w1, w2;
  xor #(2) (w0, a, b);
  xor #(2) (sum, w0, cin);
  and #(1) (w1, w0, cin);
  and #(1) (w2, a, b);
  or #(1) (cout, w1, w2);
endmodule
module MUX2to1_w1(output y, input i0, i1, s);
  wire e0, e1;
  not #(1) (sn, s);
  and #(1) (e0, i0, sn);
  and #(1) (e1, i1, s);
  or #(1) (y, e0, e1);
endmodule
module MUX2to1_w4(output [3:0] y, input [3:0] i0, i1, input s);
  wire [3:0] e0, e1;
  not #(1) (sn, s);
  and #(1) (e0[0], i0[0], sn);
  and #(1) (e0[1], i0[1], sn);
  and #(1) (e0[2], i0[2], sn);
  and #(1) (e0[3], i0[3], sn);
  and #(1) (e1[0], i1[0], s);
  and #(1) (e1[1], i1[1], s);
  and #(1) (e1[2], i1[2], s);
  and #(1) (e1[3], i1[3], s);
  or #(1) (y[0], e0[0], e1[0]);
  or #(1) (y[1], e0[1], e1[1]);
  or #(1) (y[2], e0[2], e1[2]);
  or #(1) (y[3], e0[3], e1[3]);
endmodule
module RCA4(output [3:0] sum, output cout, input [3:0] a, b, input cin);
  wire [3:1] c;
  FA fa0(sum[0], c[1], a[0], b[0], cin);
  FA fa[2:1](sum[2:1], c[3:2], a[2:1], b[2:1], c[2:1]);
  FA fa31(sum[3], cout, a[3], b[3], c[3]);
endmodule
</file>
<file path="run.sh">
#!/bin/bash
# OpenROAD 26Q1-2900-gdf79404cd8, Yosys 0.63+post, stock flow scripts
make -C /OpenROAD-flow-scripts/flow DESIGN_CONFIG=/design/flow/config.mk WORK_HOME=/design/flow/orfs finish
</file>
<file path="config.mk">
export PLATFORM = sky130hd
export DESIGN_NAME = CSelA32
export DESIGN_NICKNAME = CSelA32
export VERILOG_FILES = /design/flow/design.v
export SDC_FILE = /design/flow/constraint.sdc
export NUM_CORES = 4
export LEC_CHECK = 1
export CORE_UTILIZATION = 30
</file>
<file path="constraint.sdc">
current_design CSelA32

set clk_period 15.2
set clk_io_pct 0.2

create_clock -name clk0 -period $clk_period

set non_clock_inputs [all_inputs -no_clocks]
set_input_delay [expr $clk_period * $clk_io_pct] -clock clk0 $non_clock_inputs
set_output_delay [expr $clk_period * $clk_io_pct] -clock clk0 [all_outputs]
</file>
==> flow_results.org <==
* Implementation run

** Min path
- Cell count of the worst hold path :: 3
- Worst hold path startpoint :: b[0]
- Looking at the hold checks, the worst path lands on sum[0].
- STA reports the tightest min-delay check as being of type input port to primary output.

** Synth
- Adders+Majority by Area :: 63.4%
- Counting the warning lines in the Yosys log gives 8.
- Dominant combinational cell family by area after synthesis :: adder cells
- Post-synthesis simple-gate area fraction :: 0%
- In this run, distinct cell masters in the synthesized netlist total 11.
- The cell-mix breakdown from Yosys lists the compound-gate area share as 0%.
- Largest area contributor in the synthesized netlist :: fa_1
- The most frequently used library cell after synthesis is fa_1.
- Summing every instance area after synthesis gives 1720 sq um.
- Share of the synthesized area in the top cell type :: 52.5%
- XOR/XNOR share of the synthesized area :: 3.57%
- Yosys Instances :: 137
- Average cell area after synthesis :: 12.5 sq um
- Post-synth seq share :: 0%
- Count of mapped cells out of synthesis :: 137
- For reference, the mux area share after synthesis is 23.0%.
- Ranked by instance count, the synthesized netlist is headed by 45 x fa_1, 35 x inv_1, 17 x mux2_2.
- Top area cells in the synthesized netlist :: fa_1 52%, mux2_2 11%, ha_1 11%, inv_1 7.7%, mux2i_4 6.6%
- Chip Area, Yosys :: 1720 sq um

** Clocking
- CTS Hold Buffers Added :: 0
- After clock tree synthesis, the setup repair step added 0 buffers.
- Number of gates given a new drive strength after cts :: 0

** Timing
- The final critical path takes up 70.4% of the cycle.
- The transition time recorded at the tightest slew-check pin is 0.345 ns.
- Normalized max-slew margin :: 76.5%
- Setup tns final :: 0 ns
- Time the worst path needs with I/O delays and setup :: 10.70 ns
- Count of final max-slew check failures :: 0
- Final setup fails :: 0
- Maximum operating frequency :: 93.5 MHz
- The final timing report lists a hold violation count of 0.
- Setup repair after global routing left no endpoint under its margin.

** GRT
- The number of antenna violations at the first check in global routing came to 0.
- The first global-routing pass estimated 5720 microns of wire.
- Number of global-route vias before repair :: 1366
- The global routing report lists combined usage of all routing layers as 12.6%.
- Entering global routing, the biggest net connects 7 pins.
- After global routing the overflow that remains totals 0.

** Setup path
- The worst setup path is captured at a primary output.
- Worst setup path category :: input port to primary output
- Maximum net fanout on the critical path :: 6
- Arrival time at the worst endpoint :: 7.66 ns
- The data required time reported for the critical path is 12.16 ns.
- Critical path launch point type :: input port

** Job
- Tally of OpenROAD warnings :: 39
- Number of max-cap violations :: 0

** Routing
- After the first detailed-routing iteration, the DRC count stood at 7.
- Total via count after detailed routing :: 1243
- In the routed design, unresolved DRC markers number 0.
- The wire length recorded after detailed routing is 3410 microns.
- Count of inserted antenna diode cells :: 0
- Pre-Repair DR Iteration Count :: 2
- Average routed wire per standard cell :: 11.3 microns
- Vias per Instance :: 4.13
- Per the post-route antenna check, the number of violating nets is 0.

** Cells and area
- Non-Filler Cell Area, Final :: 2740 sq um
- The final layout contains a sequential cell count of 0.
- Compared with the post-synthesis result, the final layout area differs by 59.4%.
- Across the whole layout, storage elements account for 0 sq um.
- Clock buffer cells :: 0
- The layout summary lists the proportion of cells stronger than drive strength 1 as 10.5%.
- Core occupancy in the finished layout :: 49.7%
- Non-filler instance count after layout :: 301

** Floorplan
- Vertical die size :: 77.6 microns
- 97 I/O pins were placed.
- The horizontal die dimension reported for this design is 77.6 microns.
- The report lists the number of standard-cell rows as 27.
- Placeable core region :: 5510 sq um
- The initial utilization of the core area, before any placement, comes to 31.2%.
- The chip occupies 6030 sq um.

** Run status
- Status :: finished clean

** Pwr
- IR analysis of the VDD net gives a maximum drop of 0.0234 mV.
- After layout, the design draws a total of 0.123 mW.
- For this design the ratio of total power to cell area is 45.1 nW/um^2.
- Static Leak :: 1.15 nW

** Placed design
- DP Cell Count :: 301
- Placed inst area :: 2740 sq um
- Final HPWL DP :: 3290 microns
- During placement, the flow inserted port buffers numbering 97.
- Routability-driven placement finished with a final weighted congestion of 0.827.
-- area by class of cell --
| class | instances | area (sq um) |
|---|---|---|
| fillers | 509 | 2770 |
| multi-input cells | 97 | 1540 |
| repair buffers | 97 | 971 |
| inverters | 35 | 131 |
| well taps | 72 | 90.1 |
-- layer usage --
layer | track usage (%) | part of all wire [%]
met1 | 17.9 | 42
met4 | 0 | 0
met2 | 20.7 | 46
met3 | 4.18 | 12
met5 | 0 | 0
-- kinds of logic after synthesis --
family                     Yosys count
xor gates and xnor gates             7
adders and majority gates           60
buffers and inverters               40
muxes                               30
-- report_power, final --
group	internal (mW)	total [mW]	switching [mW]
Combinational	0.0853	0.123	0.0382
Sequential	0	0	0
Clock	0	0	0
Total	0.0853	0.123	0.0382
-- critical path: stages --
cell             delay (ns)
clkdlybuf4s50_1        0.40
ha_1                   0.21
fa_1                   0.38
fa_1                   0.39
fa_1                   0.52
mux2i_4                0.34
mux2i_4                0.41
mux2i_4                0.40
mux2i_4                0.44
mux2i_4                0.36
mux2_2                 0.36
clkdlybuf4s50_1        0.41
-- per-stage QoR --
stage | hold slack (ns) | setup slack [ns]
floorplan | 6.25 | 5.57
global placement | 7.11 | 4.52
detailed placement | 7.12 | 4.47
CTS | 7.12 | 4.44
global route | 7.15 | 4.23
finish | 7.10 | 4.50
-- layout by cell type (no fill, tap or decap) --
cell,count
clkdlybuf4s50_1,97
fa_1,45
inv_1,35
mux2_2,17
ha_1,15
xnor2_1,6
mux2i_1,6
mux2i_4,5
mux2_4,2
xor2_1,1
-- worst max path at each step --
stage	to	from	slack (ns)	cells past startpoint
6_report	sum[26]	a[0]	4.50	12
5_1_grt	sum[26]	a[0]	4.23	12
4_1_cts	sum[26]	a[0]	4.44	12
No activity file was given, so power comes from the tool's default toggle rates.
